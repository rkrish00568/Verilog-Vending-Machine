===== flow/design.v =====
module vending_mach (
    input clk,
    input reset,
    input Fiverupee,
    input Lemonwater,
    input [4:0] Lemonwater_added,
    input Sodabottle,
    input [4:0] Sodabottle_added,
    input Tenrupee,
    input Waterbottle,
    input [4:0] Waterbottle_added,
    input cancel,
    output reg [4:0] Lemonwater_available,
    output reg [4:0] Sodabottle_available,
    output reg [4:0] Waterbottle_available,
    output reg [4:0] coincount,
    output reg [1:0] product,
    output reg give,
    output reg [4:0] change
);
    parameter IDLE          = 5'd0;
    parameter ITEM0_IN0     = 5'd1;
    parameter ITEM1_IN1     = 5'd2;
    parameter ITEM2_IN2     = 5'd3;
    parameter WAITING0      = 5'd4;
    parameter WAITING1      = 5'd5;
    parameter WAITING2      = 5'd6;
    parameter ST0           = 5'd7;
    parameter ST1           = 5'd8;
    parameter ST2           = 5'd9;
    parameter ST3           = 5'd10;
    parameter ST4           = 5'd11;
    parameter ST5           = 5'd12;
    parameter WATERBOTTLE   = 5'd13;
    parameter SODABOTTLE    = 5'd14;
    parameter LEMONWATER    = 5'd15;
    parameter CANCEL        = 5'd31;
    parameter WATERBOTTLE_COST = 5'd15;
    parameter SODABOTTLE_COST  = 5'd20;
    parameter LEMONWATER_COST  = 5'd25;
    reg [4:0] current_state, next_state;
    always @(posedge clk or posedge reset) begin
        if (reset) begin
            current_state <= IDLE;
            coincount <= 5'd0;
            change <= 5'd0;
            give <= 1'b0;
            product <= 2'b00;
        end else begin
            current_state = next_state;
            case (current_state)
                IDLE: begin
                    product <= 2'b00;
                    change <= 5'd0;
                    give <= 1'b0;
                    if (Waterbottle)
                        next_state <= ITEM0_IN0;
                    else if (Sodabottle)
                        next_state <= ITEM1_IN1;
                    else if (Lemonwater)
                        next_state <= ITEM2_IN2;
                    else
                        next_state <= IDLE;
                end
                ITEM0_IN0: begin
                    if (Waterbottle_added > 0)
                        next_state <= WAITING0;
                    else
                        next_state <= IDLE;
                end
                ITEM1_IN1: begin
                    if (Sodabottle_added > 0)
                        next_state <= WAITING1;
                    else
                        next_state <= IDLE;
                end
                ITEM2_IN2: begin
                    if (Lemonwater_added > 0)
                        next_state <= WAITING2;
                    else
                        next_state <= IDLE;
                end
                WAITING0: begin
                    if (cancel) begin
                        change <= coincount;
                        next_state <= CANCEL;
                    end else if (coincount >= WATERBOTTLE_COST) begin
                        next_state <= WATERBOTTLE;
                    end else if (Fiverupee) begin
                        next_state <= ST0;
                    end else if (Tenrupee) begin
                        next_state <= ST1;
                    end
                end
                WAITING1: begin
                    if (cancel) begin
                        change <= coincount;
                        next_state <= CANCEL;
                    end else if (coincount >= SODABOTTLE_COST) begin
                        next_state <= SODABOTTLE;
                    end else if (Fiverupee) begin
                        next_state <= ST2;
                    end else if (Tenrupee) begin
                        next_state <= ST3;
                    end
                end
                WAITING2: begin
                    if (cancel) begin
                        change <= coincount;
                        next_state <= CANCEL;
                    end else if (coincount >= LEMONWATER_COST) begin
                        next_state <= LEMONWATER;
                    end else if (Fiverupee) begin
                        next_state <= ST4;
                    end else if (Tenrupee) begin
                        next_state <= ST5;
                    end
                end
                ST0: begin
                    coincount <= coincount + 5'd5;
                    next_state <= WAITING0;
                end
                ST1: begin
                    coincount <= coincount + 5'd10;
                    next_state <= WAITING0;
                end
                ST2: begin
                    coincount <= coincount + 5'd5;
                    next_state <= WAITING1;
                end
                ST3: begin
                    coincount <= coincount + 5'd10;
                    next_state <= WAITING1;
                end
                ST4: begin
                    coincount <= coincount + 5'd5;
                    next_state <= WAITING2;
                end
                ST5: begin
                    coincount <= coincount + 5'd10;
                    next_state <= WAITING2;
                end
                WATERBOTTLE: begin
                    product <= 2'b01;
                    change <= coincount - WATERBOTTLE_COST;
                    coincount <= 5'd0;
                    next_state <= IDLE;
                end
                SODABOTTLE: begin
                    product <= 2'b10;
                    change <= coincount - SODABOTTLE_COST;
                    coincount <= 5'd0;
                    next_state <= IDLE;
                end
                LEMONWATER: begin
                    product <= 2'b11;
                    change <= coincount - LEMONWATER_COST;
                    coincount <= 5'd0;
                    next_state <= IDLE;
                end
                CANCEL: begin
                    give <= 1'b1;
                    change <= coincount;
                    coincount <= 5'd0;
                    next_state <= IDLE;
                end
                default: begin
                    next_state <= IDLE;
                end
            endcase
        end
    end
endmodule

===== flow/constraint.sdc =====
current_design vending_mach

set clk_period 2.1
set clk_io_pct 0.2

create_clock -name clk0 -period $clk_period [get_ports {clk}]

set non_clock_inputs [all_inputs -no_clocks]
set_input_delay [expr $clk_period * $clk_io_pct] -clock clk0 $non_clock_inputs
set_output_delay [expr $clk_period * $clk_io_pct] -clock clk0 [all_outputs]

===== flow/run.sh =====
#!/bin/bash
# OpenROAD 26Q1-2900-gdf79404cd8, Yosys 0.63+post, stock flow scripts
make -C /OpenROAD-flow-scripts/flow DESIGN_CONFIG=/design/flow/config.mk WORK_HOME=/design/flow/orfs finish

===== flow/config.mk =====
export PLATFORM = sky130hd
export DESIGN_NAME = vending_mach
export DESIGN_NICKNAME = vending_mach
export VERILOG_FILES = /design/flow/design.v
export SDC_FILE = /design/flow/constraint.sdc
export NUM_CORES = 4
export LEC_CHECK = 1
export CORE_UTILIZATION = 40

==> flow_summary.json <==
{
  "status": "completed",
  "final_layout_size_suffix_gt1_share_pct": 8.37,
  "cts_root_buffer": "clkbuf_8",
  "critPathRequiredTime_ns": 2.26,
  "vias": 1673,
  "comb_area_um2": 1060,
  "core_area_um2": 4440,
  "clock.fmax_mhz": 547,
  "cts_setup_buffers": 0,
  "warnings": 32,
  "path_max_fanout": 6,
  "numCtsBuffers": 5,
  "avgSynthCellArea_um2": 8.36,
  "post_cts_resized": 0,
  "async_flop_share_pct": 43.3,
  "crit_path_start_kind": "flop",
  "wirelength_um": 4350,
  "final_cell_mix": "35 x clkdlybuf4s50_1, 27 x nand2_1, 24 x o21ai_0",
  "ys_chip_area_um2": 1890,
  "end_kind": "flop",
  "viasPerCell": 5.31,
  "first_global_vias": 1510,
  "grt.overflow.total": 0,
  "post_synth_num_cell_types": 49,
  "ys_ff": 30,
  "grt_usage_pct": 19.0,
  "slew_headroom_pct": 63.6,
  "slew_violations": 0,
  "grt_pass1_wl_um": 7490,
  "dieArea_um2": 5000,
  "ant_nets": 0,
  "min_from": "change[1]",
  "cp_slowest_cell": "or4_1",
  "route.detailed.drc": 0,
  "p_leak_uw": 0.000982,
  "antennaDiodeCount": 0,
  "cp_data_arrival_time_ns": 1.99,
  "drt_iter0_markers": 135,
  "wl_per_cell_um": 13.8,
  "dieWidth_um": 70.7,
  "period_used_pct": 87.1,
  "antenna_found_initial": 0,
  "hold_path_class": "reg -> reg",
  "place_inst": 307,
  "fillers": 439,
  "syn_area_um2": 1890,
  "layout_top_cell": "clkdlybuf4s50_1",
  "h-tree-depth": 2,
  "final.setup.tns_ns": 0,
  "finClkSkew_ns": 0.00437,
  "cellPowerDensity_nw_per_um2": 1080,
  "hold_viol": 0,
  "ys_seq_share_pct": 35.2,
  "ys_warn_count": 16,
  "clk_latency_ns": 0.28,
  "crit_chain": "or4_1, o21a_1, a211oi_1, o21ai_0",
  "cts.sinks": 30,
  "instances_no_fill": 315,
  "area_delta_synth_final_pct": 23.4,
  "clkTransAtPathRegs_ns": 0.07,
  "seqCellArea_um2": 666,
  "die_y_um": 70.7,
  "setup_violations": 0,
  "ys_cells": 226,
  "fp_util_pct": 42.5,
  "fin_crit_ns": 1.83,
  "rows": 24,
  "firstDrtPassIters": 20,
  "hold_buffers": 0,
  "cts_tree": "done",
  "maxCapViolations": 0,
  "grt_max_degree": 25,
  "cp_slowest_stage_delay_ns": 0.68,
  "worstMarginPinSlew_ns": 0.542,
  "rsz0062_at_grt": "false",
  "postSynthCellCount": 226,
  "clock_path_buffers": 2,
  "dp_hpwl_um": 3340,
  "enable_flop_cells": 0,
  "crit_start": "next_state[16]",
  "max-vdd-ir-drop_uv": 644,
  "ff_type": "dfxtp_1",
  "crit_type": "reg -> reg",
  "gp_congestion": 0.909,
  "port_buffers": 35,
  "r2r_start": "next_state[16]",
  "ios": 51
}
registers in the layout, indices dropped and copies added (netlist names):
signal      flops
next_state     17
change          5
coincount       5
product         2
give            1
synth_stat cells (2+ instances only):
master,n,area (µm²)
nand2_1,27,101
a31oi_1,2,12.5
ha_1,11,138
o21ai_0,24,120
nor2b_1,4,25.0
a21oi_1,6,30.0
nor4_1,3,18.8
o31ai_1,3,22.5
a22o_1,3,26.3
a21o_1,4,30.0
o21a_1,2,15.0
o22ai_1,2,12.5
a211o_1,3,26.3
o211ai_1,2,15.0
buf_6,2,22.5
nor2_1,14,52.6
clkbuf_1,7,26.3
xnor2_1,2,17.5
or3_1,3,18.8
buf_2,4,20.0
nand3_1,4,20.0
inv_1,10,37.5
or4_1,4,30.0
a311o_1,2,20.0
dfxtp_1,17,340
dfrtp_1,13,325
buf_4,15,113
nor3_1,11,55.1
xor2_1,2,17.5
power breakdown:
group | internal [µW] | switching, µW | total [µW]
registers | 725 | 143 | 868
logic | 611 | 540 | 1150
clock network | 263 | 230 | 493
through the flow:
stage	area (µm²)	worst slack, ns	utilization [%]	total power, µW	hold slack, ns
4_1_cts	2330	0.287	52.4	2530	0.482
2_1_floorplan	1940	0.298	-	1580	0.424
3_5_place_dp	2240	0.192	50.3	2030	0.466
6_report	2330	0.272	52.4	2510	0.475
3_3_place_gp	2240	0.200	50.3	2030	0.458
5_1_grt	2330	0.186	52.4	2720	0.504
logic make-up after synthesis:
logic type	synth area share (%)
AND/OR/NAND/NOR	18.7
adder cells (fa/ha/maj)	7.28
other	0.198
XOR/XNOR	1.85
flip-flops	35.2
multiplexers	1.85
buffers and inverters	11.6
AND-OR/OR-AND	23.3
layout make-up:
class,instances,share of cell area [%]
clock inverter,2,0.537
inverter,10,1.61
multi-input combinational,172,45.4
tap,52,2.79
timing repair buffer,43,17.6
clock buffer,6,3.54
sequential,30,28.6
worst paths after layout:
path,endpoint,slack [ns],cells after the start
worst max register to register,change[3],0.27,4
worst max-delay path,change[3],0.27,4
worst min register to register,change[1],0.47,1
min in group asynchronous,change[3],0.68,3
worst min-delay path,change[1],0.47,1
max in group asynchronous,change[2],1.25,3
critical path, delay by kind of cell (launching register included):
| family | cells | cell delay, ns |
|---|---|---|
| and+or+nand+nor | 1 | 0.68 |
| AOI/OAI and AO/OA | 3 | 0.67 |
| DFF | 1 | 0.35 |
metal layers:
metal / global-route usage, % / up-vias / part of all wire [%]
met5: 0 / - / 0
met4: 1.78 / 0 / 0.71
met3: 3.90 / 4 / 6.8
met2: 27.6 / 70 / 44
met1: 31.5 / 755 / 49
li1: - / 844 / -
Power figures rest on the tool's default switching activity, not on a simulated workload.
